### design.v
module ram(clk,rst_n,rx_valid,din,tx_valid,dout);
parameter MEM_DEPTH=256;
parameter ADDR_SIZE=8;
input clk,rst_n,rx_valid;
input[9:0]din;
output reg tx_valid;
output reg [7:0]dout;
reg [ADDR_SIZE-1:0]temp;
reg[7:0]mem[MEM_DEPTH-1:0];
always @(posedge clk or negedge rst_n) begin
	if (~rst_n) begin 
	  dout<=0;
	  tx_valid<=0;	
	  end	
	else if (rx_valid) begin
		case(din[9:8])
		 2'b00:begin
		 	 temp<=din[7:0];
		 end
		 2'b01:begin
		     mem[temp]<=din[7:0];
		 end
		 2'b10:begin
		     temp<=din[7:0];
		 end		     
		 2'b11:begin
		     dout<=mem[temp];
		     tx_valid<=1;
		 end
		endcase
	end
end
endmodule
module spi_slave(clk,rst_n,ss_n,mosi,tx_valid,tx_data,rx_data,rx_valid,miso);
parameter IDLE=3'b000;
parameter CHK_CMD=3'b001;
parameter WRITE=3'b010;
parameter READ_ADD=3'b011;
parameter READ_DATA=3'b100;
input clk,rst_n,ss_n,mosi,tx_valid;
input [7:0] tx_data;
output reg rx_valid,miso;
output reg [9:0]rx_data;
reg [3:0] count,count_2; 
reg add_or_data; 
reg [2:0] cs ,ns; 
reg [9:0] bus; 
reg [7:0] bus2; 
always @(posedge clk or negedge rst_n) begin
  if (~rst_n) begin
    cs<= IDLE;
  end
  else 
    cs<=ns;
end
always @(*)begin
  case(cs)
    IDLE:begin
      if(ss_n)
        ns=IDLE;
      else 
        ns=CHK_CMD; 
    end
     CHK_CMD:begin 
      if(ss_n)
        ns=IDLE;
      else begin
          if(mosi)begin
            if(add_or_data) 
              ns<=READ_DATA;
            else begin
              ns<=READ_ADD;
            end
          end
          else begin
            ns<=WRITE;
          end
      end
    end
     WRITE:begin
        if(ss_n)
          ns=IDLE;
        else 
          ns=WRITE;
    end
     READ_ADD:begin 
        if(ss_n)
          ns=IDLE;
        else 
          ns=READ_ADD;
    end
     READ_DATA:begin 
        if(ss_n)
          ns=IDLE;
        else 
          ns=READ_DATA;
    end
    default:begin 
      ns=IDLE;
    end
  endcase
end
always @(posedge clk)begin
  case(cs)
    WRITE:begin
      bus[count-1]<=mosi;
      count<=count-1;
      if(count==0)begin
        count<=10;
        rx_valid<=1;
        rx_data<=bus;
      end
    end
    READ_ADD:begin
      bus[count-1]<=mosi;
      count<=count-1;
      if(count==0)begin
        count<=10;
        rx_valid<=1;
        rx_data<=bus;
        add_or_data<=1;
      end
    end
    READ_DATA:begin
      if(~tx_valid)begin    
        bus[count-1]<=mosi;
        count<=count-1;
        if(count==0)begin
          count<=10;
          rx_valid<=1;
          rx_data<=bus;
          add_or_data<=0;
        end
      end
      else begin
        bus2<=tx_data;
        miso<=bus2[count_2-1];
        count_2=count_2-1;
        if(count_2==0)
        count_2<=8;
      end
    end
    IDLE:begin
    rx_valid<=0;
    count<=10;
    count_2<=8;
    miso<=0;
    bus<=0;
    bus2<=0; 
    end
  endcase
end 
endmodule
module spi_ram(clk,rst_n,ss_n,mosi,miso);
input clk,rst_n,ss_n,mosi;
output miso;
wire tx_valid,rx_valid;
wire [7:0] tx_data;
wire [9:0]rx_data;
ram r(clk,rst_n,rx_valid,rx_data,tx_valid,tx_data);
spi_slave s(clk,rst_n,ss_n,mosi,tx_valid,tx_data,rx_data,rx_valid,miso);
endmodule
### run.sh
#!/bin/bash
# OpenROAD 26Q1-2900-gdf79404cd8, Yosys 0.63+post, stock flow scripts
make -C /OpenROAD-flow-scripts/flow DESIGN_CONFIG=/design/flow/config.mk WORK_HOME=/design/flow/orfs finish
### config.mk
export PLATFORM = sky130hd
export DESIGN_NAME = spi_ram
export DESIGN_NICKNAME = spi_ram
export VERILOG_FILES = /design/flow/design.v
export SDC_FILE = /design/flow/constraint.sdc
export NUM_CORES = 4
export LEC_CHECK = 1
export CORE_UTILIZATION = 30
### constraint.sdc
current_design spi_ram

set clk_period 18.4
set clk_io_pct 0.2

create_clock -name clk0 -period $clk_period [get_ports {clk}]

set non_clock_inputs [all_inputs -no_clocks]
set_input_delay [expr $clk_period * $clk_io_pct] -clock clk0 $non_clock_inputs
set_output_delay [expr $clk_period * $clk_io_pct] -clock clk0 [all_outputs]
==> impl_metrics.yaml <==
# synthesis and place-and-route metrics
outcome:
  status: "finished, final reports clean"
routing:
  drcViolationCount: 0
  drtIter0Drc: 5667
  routed_via_density: 6.077
  dr.pass1.iters: 8
  ant_nets: 0
  finalWirelength_um: 371800
  wl_per_cell_um: 42.37
  dr_total_vias: 53330
clocking:
  clkLatencyLatePin_ps: 920
  cts_tree: "yes"
  ctsResizeCount: 0
  cts.path.max_buffers: 3
  htree_levels: 4
  clk_pin_slew_ps: 60
  cts.sinks: 2109
  clockRootBuffer: "clkbuf_16"
  cts_buffers: 209
  post_cts_buffers: 0
  ctsHoldBuffers: 0
worst_hold_path:
  hold_depth: 0
  min_path_type: "flop to flop"
  min_from: "s.bus[7]$_SDFFCE_PP0P_"
worst_setup_path:
  r2r_start: "r.temp[0]$_DFFE_PP_"
  required_ps: 18900
  crit_path_start_kind: "input port"
  crit_fanout: 19
  arrival_ps: 7110
  ff2ff_path_depth: 12
  path_class: "input port to flop"
  end_kind: "flop"
  setup.worst_path.start: "rst_n"
sta:
  tightest_slew_ps: 1282
  period_minus_slack_ps: 6609
  hold_violations: 0
  worst_slack_ps: 11790
  setup_tns_ps: 0
  finalClockPeriodUsage: 0.3592
  rsz0062_at_grt: "false"
  skew_ps: 35.89
  fmax_ghz: 0.1513
  setup_viol: 0
  relSlewSlack: 0.1421
  slew_violations: 0
  worst_hold_slack_ps: 453.7
die:
  initial_core_util: 0.3024
  die_area_mm2: 0.2698
  fp.dieH_um: 519.4
  dieWidth_um: 519.4
  ios: 5
  core_mm2: 0.2656
  num_rows: 189
final_layout:
  drive_above_1_share: 0.1247
  area_growth_pct: 15.42
global_route:
  antenna_found_initial: 36
  gr-total-overflow: 0
  gr-usage-all-layers: 0.2924
  grt_max_degree: 89
  grt_pass1_wl_um: 487800
  grt_pass1_vias: 54220
yosys:
  synthArstFlopShare: 0.006638
  yosysWarnings: 3
  edf_count: 2095
  yosys.area.top_type: "edfxtp_1"
  top_cell: "edfxtp_1"
  yosys_cells: 4934
  top_cells_by_count: "edfxtp_1 (2095), a22oi_1 (501), nand3_1 (377), nor2_1 (358), clkbuf_1 (180)"
  avgSynthCellArea_um2: 16.28
  synth_flop_count: 2109
  ys_types: 64
  synthCells: 4934
  ys_seq_frac: 0.7877
  synthTopCellsByArea: "edfxtp_1 (78%), a22oi_1 (4.7%), nand3_1 (2.3%)"
  ys_area_mm2: 0.08031
  yosysTopAreaCellShare: 0.7833
  syn-cell-area_mm2: 0.08031
  synthFlopType: "edfxtp_1"
run:
  openroad.warnings: 30
  drv_cap: 0
place:
  hpwlAfterDp_um: 258400
  portBuffers: 4
  dp_slack_ps: 11100
  place_congestion: 1.152
power_and_ir_drop:
  total_power_mw: 9.698
  p_per_area_mw_per_mm2: 104.6
  p_leak_nw: 27.38
  peakVddDrop_mv: 0.08417
## through the flow
stage	utilization	area, um^2	instances
CTS	0.3487	92610	8744
global placement	0.3229	85760	8369
finish	0.3491	92700	8775
global route	0.3490	92670	8764
floorplan	-	80310	4934
detailed placement	0.3229	85760	8369
## cells in the final DEF (no fill, tap or decap), types with 40 or more instances in the layout
cell	synthesis	routed
nand4_1	151	151
a32oi_1	137	137
and3_1	44	44
edfxtp_1	2095	2095
clkbuf_16	0	210
buf_4	8	273
a22o_1	67	67
a22oi_1	501	501
nor2_1	358	358
nand2_1	88	81
nor4_1	69	60
clkbuf_1	180	40
a21oi_1	129	129
o22ai_1	144	144
nand3_1	377	377
clkinv_1	0	44
## logic make-up after synthesis
kind of cell / count (synthesis) / share of synthesized area
mux: 16 / 0.002321
compound gates: 1131 / 0.1043
fa+ha+maj: 12 / 0.001869
buf+inv: 396 / 0.02080
flops: 2109 / 0.7877
xor+xnor: 4 / 0.0004363
simple gates: 1266 / 0.08263
## layout make-up
type | instances | area (um^2)
Clock inverter | 123 | 1420
Fill cell | 24630 | 172900
Clock buffer | 252 | 5433
Tap cell | 3533 | 4420
Multi-Input combinational cell | 2429 | 15750
Inverter | 11 | 41.29
Antenna cell | 30 | 75.07
Timing Repair Buffer | 288 | 2301
Sequential cell | 2109 | 63260
## power by group
group	switching [mW]	internal (mW)
Clock	1.87	2.43
Sequential	0.00832	5.22
Combinational	0.123	0.0421
Total	2.00	7.70
## worst max-delay path, stage by stage
cell	delay [ps]
clkdlybuf4s50_1	460
buf_4	250
nand2_1	120
nor3b_2	240
buf_4	560
nand2_1	620
buf_4	440
nor2_1	710
## metal layers
layer / global-route usage / part of all wire / vias to the layer above
li1: - / - / 20610
met1: 0.2828 / 0.29 / 26240
met2: 0.3764 / 0.40 / 5220
met3: 0.2776 / 0.21 / 1170
met4: 0.1899 / 0.087 / 80
met5: 0.1150 / 0.0098 / -
## final timing paths
path,to,slack [ps]
setup / recovery,r.mem[206][3]$_DFFE_PP_,11790
hold / removal,s.rx_data[7]$_DFFE_PP_,450
setup reg to reg,r.dout[7]$_DFFE_PN0P_,13440
hold reg to reg,s.rx_data[7]$_DFFE_PP_,450
max in group asynchronous,s.cs[0]$_DFF_PN1_,15020
min in group asynchronous,r.dout[0]$_DFFE_PN0P_,3130
## sequential cells by signal (all words and copies together), names as in the netlist
name	flops
s.bus	10
r.dout	8
s.count	4
s.add_or_data	1
s.miso	1
s.bus2	8
r.temp	8
s.rx_data	10
r.mem	2048
s.rx_valid	1
r.tx_valid	1
s.cs	5
s.count_2	4
Power figures rest on the tool's default switching activity, not on a simulated workload.
